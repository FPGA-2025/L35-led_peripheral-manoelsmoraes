File: flow/design.v
module led_peripheral(
    input  wire clk,
    input  wire rst_n,
    input  wire rd_en_i,
    input  wire wr_en_i,
    input  wire [31:0] addr_i,
    input  wire [31:0] data_i,
    output reg  [31:0] data_o,
    output reg  [7:0] leds_o
);
    reg [7:0] led_reg;
    wire [3:0] effective_address;
    assign effective_address = addr_i[3:0];  
    always @(posedge clk or negedge rst_n) begin
        if (!rst_n) begin
            led_reg <= 8'b0;
        end else if (wr_en_i && effective_address == 4'h0) begin
            led_reg <= data_i[7:0];  
        end
    end
    always @(*) begin
        if (rd_en_i && effective_address == 4'h4) begin
            data_o = {24'b0, led_reg};  
        end else begin
            data_o = 32'b0;
        end
    end
    always @(*) begin
        leds_o = led_reg;
    end
endmodule
File: flow/run.sh
#!/bin/bash
# OpenROAD 26Q1-2900-gdf79404cd8, Yosys 0.63+post, stock flow scripts
make -C /OpenROAD-flow-scripts/flow DESIGN_CONFIG=/design/flow/config.mk WORK_HOME=/design/flow/orfs finish
File: flow/config.mk
export PLATFORM = sky130hd
export DESIGN_NAME = led_peripheral
export DESIGN_NICKNAME = led_peripheral
export VERILOG_FILES = /design/flow/design.v
export SDC_FILE = /design/flow/constraint.sdc
export NUM_CORES = 4
export LEC_CHECK = 1
export CORE_AREA = 10 10 70 70
export DIE_AREA = 0 0 80 80
File: flow/constraint.sdc
current_design led_peripheral

set clk_period 1.8
set clk_io_pct 0.2

create_clock -name clk0 -period $clk_period [get_ports {clk}]

set non_clock_inputs [all_inputs -no_clocks]
set_input_delay [expr $clk_period * $clk_io_pct] -clock clk0 $non_clock_inputs
set_output_delay [expr $clk_period * $clk_io_pct] -clock clk0 [all_outputs]
==> results.txt <==
fresh numbers from the pnr run: clock root buffer clkbuf_4, switching portion of total power 22.06%, part of the total power dissipated in combinational logic 29.7%, number of design rule violations left after detail routing 0, worst stage delay on the critical path 0.24 ns, antenna-violating nets left 0, count of pins over their slew limit 0, Syn Inst Count 52, final setup skew 0 ns, area after detailed placement 827.0 sq um, number of clock sinks seen by CTS 8, CTS tree yes, yosys stat area 553.0 sq um, most numerous logic cells after layout 24 x conb_1, 18 x clkdlybuf4s50_1, 8 x mux2_2, 8 x dfrtp_1, 7 x and2_4, area inside the core boundary 0.003416 sq mm, I/O pin cnt 108, most common logic cell in the routed design conb_1, flip-flop and latch count after synthesis 8, largest area contributor in the synthesized netlist dfrtp_1, insertion delay at the late pin of the worst-skew pair 0.25 ns, Slowest cell on crit path and3_4, clock buffer count from CTS 3, DIE AREA 0.006400 sq mm, die width 80 microns, class of the tightest hold or removal check input pin to asynchronous set/reset pin, gr usage total 4.351%, Critical Setup Path Class input pin to output pin, period utilization 95.46%, Netlist Area Pre-Place 553.0 sq um, cell seen most often among critical-path stages buf_6, cell total in the yosys stat output 52, kind of capture point of the worst setup path output pin, highest attainable clock frequency 582.0 MHz, fraction of final layout cells sized beyond drive strength 1 32.58%, total half-perimeter wirelength after legalization and detailed placement 1.333 mm, Clock Tree Buf Depth 2, clock share of power 24.4%, data arrival time of the critical path 1.36 ns, run status finished, final reports clean, Clock transition at path regs 0.06 ns, maximum level of the CTS H-tree 1, cell-internal power 0.0004304 W, via count of the first global-routing pass 465, Cell Chain, Critical Path buf_6, nor3_4, and3_4, buf_6, buf_6, and2_4, clkdlybuf4s15_1, switching power summed over all nets 0.0001218 W, first-pass GRT wire length 2.228 mm, total grt overflow 0, height of the chip 80 microns, buffers added on ports 31, number of failing hold endpoints at the final stage 0, gpl congestion 0.7647, post-layout minimum cycle time 1.718 ns, Antenna Diode Count 0, leakage dissipation 0.4937 nW, final tally of setup violations 0, number of detailed-routing iterations run before antenna repair 2, starting DRC count in detailed routing 5, Via Count 412, flip-flop count of the largest register after layout 8, overall power 0.0005522 W, required time worst endpoint 1.44 ns, ratio of total power to cell area 607.9 mW/mm^2, Routed WL per cell 11.99 microns, unrepaired setup endpoints after global routing false, number of antenna violations at the first check in global routing 0, largest net degree at the start of global routing 9, synth-to-layout area growth 64.25%, Routed Wire Length 1.619 mm, final std cell area, no fill 908.4 sq um, detailed-route vias per instance 3.052, Post-Syn Area per Cell 10.64 sq um, peak supply drop 0.2423 mV, proportion of synthesized chip area in sequential cells 36.20%, Dominant cell area share 36.20%, floorplan row count 21, tally of unique sky130hd cells used after synthesis 8, tool warnings 78, yosys synthesis warning count 1, floorplan-stage core utilization 16.19%, register share of total power 45.8%, post-layout utilization of the core 26.59%, kind of start point of the critical path input pin, filler cell count 361, number of max-capacitance violations reported 0, critical path peak fanout 6, top cells by area, synth dfrtp_1 36%, buf_4 33%, mux2_2 16%
synth_stat cells:
library cell and number:
conb_1 1, buf_4 24, and2_1 8, dfrtp_1 8
nor3_2 1, nand3b_2 1, and3_2 1, mux2_2 8
power groups by stage:
stage / clock, W / sequential (W) / combinational, W
CTS: 0.000142 / 0.000252 / 0.000169
global route: 0.000152 / 0.000258 / 0.000180
finish: 0.000135 / 0.000253 / 0.000164
worst max-delay path, delay by kind of cell:
kind | cells | cell delay (ns)
buf+inv | 4 | 0.45
simple gates | 3 | 0.55
cells by family (layout without fill, tap and decap cells):
group / Yosys count / in the layout / synth area share (%)
buffers and inverters: 24 / 38 / 32.58
AND/OR/NAND/NOR: 11 / 11 / 14.25
multiplexers: 8 / 8 / 16.29
flip-flops: 8 / 8 / 36.20
other: 1 / 24 / 0.6781
layer usage:
layer,part of all wire [%],track usage [%],vias up
li1,-,-,195
met1,43,5.391,183
met2,40,5.698,34
met3,18,3.977,0
met4,0,0.1761,0
met5,0,0,-
what timing repair did:
action / CTS / global route
endpoints found under the hold margin: 0 / 0
pin swaps: 6 / 3
setup buffers: 2 / 2
hold buffers: 0 / 0
gates resized: 31 / 7
endpoints found under the setup margin: 8 / 4
per-stage QoR:
stage / setup TNS, ns / hold WS [ns] / cells / setup WS [ns]
floorplan: 0 / 0.06441 / 75 / 0.5526
global placement: -3.738 / 0.5057 / 128 / -0.4726
detailed placement: -3.792 / 0.5159 / 128 / -0.4835
CTS: -0.2004 / 0.3980 / 133 / -0.06862
global route: 0 / 0.4173 / 135 / 0.01080
finish: 0 / 0.3957 / 135 / 0.08180
worst paths after layout:
| check | cells past startpoint | slack, ns | start | to |
|---|---|---|---|---|
| min in group clk0 | 1 | 0.52 | led_reg[2] | led_reg[2] |
| max | 7 | 0.08 | addr_i[0] | data_o[6] |
| max reg2reg | 1 | 1.02 | led_reg[5] | led_reg[5] |
| min | 1 | 0.40 | rst_n | led_reg[7] |
| max in group asynchronous | 1 | 1.12 | rst_n | led_reg[1] |
| min reg2reg | 1 | 0.52 | led_reg[2] | led_reg[2] |
cell type report:
cell class	count	area, sq um	share of cell area (%)
Timing Repair Buffer	35	341.6	37.60
Multi-Input combinational cell	43	286.5	31.54
Sequential cell	8	200.2	22.04
Clock buffer	3	22.52	2.479
Tap cell	46	57.56	6.336
Power is estimated from default activity; no workload was simulated.
