==> ./design.v <==
module bus_interconnect (
    input   wire proc_rd_en_i,
    input   wire proc_wr_en_i,
    output  wire [31:0] proc_data_o,
    input   wire [31:0] proc_addr_i,
    input   wire [31:0] proc_data_i,
    output  wire mem_rd_en_o,
    output  wire mem_wr_en_o,
    input   wire [31:0] mem_data_i,
    output  wire [31:0] mem_addr_o,
    output  wire [31:0] mem_data_o,
    output  wire periph_rd_en_o,
    output  wire periph_wr_en_o,
    input   wire [31:0] periph_data_i,
    output  wire [31:0] periph_addr_o,
    output  wire [31:0] periph_data_o
);
    wire is_peripheral = (proc_addr_i[31:28] == 4'h8);
    assign mem_rd_en_o      = proc_rd_en_i  && !is_peripheral;
    assign mem_wr_en_o      = proc_wr_en_i  && !is_peripheral;
    assign mem_addr_o       = proc_addr_i;
    assign mem_data_o       = proc_data_i;
    assign periph_rd_en_o   = proc_rd_en_i  && is_peripheral;
    assign periph_wr_en_o   = proc_wr_en_i  && is_peripheral;
    assign periph_addr_o    = proc_addr_i;
    assign periph_data_o    = proc_data_i;
    assign proc_data_o = is_peripheral ? periph_data_i : mem_data_i;
endmodule
==> ./run.sh <==
#!/bin/bash
# OpenROAD 26Q1-2900-gdf79404cd8, Yosys 0.63+post, stock flow scripts
make -C /OpenROAD-flow-scripts/flow DESIGN_CONFIG=/design/flow/config.mk WORK_HOME=/design/flow/orfs finish
==> ./config.mk <==
export PLATFORM = sky130hd
export DESIGN_NAME = bus_interconnect
export DESIGN_NICKNAME = bus_interconnect
export VERILOG_FILES = /design/flow/design.v
export SDC_FILE = /design/flow/constraint.sdc
export NUM_CORES = 4
export LEC_CHECK = 1
export CORE_AREA = 10 10 121 121
export DIE_AREA = 0 0 131 131
==> ./constraint.sdc <==
current_design bus_interconnect

set clk_period 8.4
set clk_io_pct 0.2

create_clock -name clk0 -period $clk_period

set non_clock_inputs [all_inputs -no_clocks]
set_input_delay [expr $clk_period * $clk_io_pct] -clock clk0 $non_clock_inputs
set_output_delay [expr $clk_period * $clk_io_pct] -clock clk0 [all_outputs]
==> flow_summary.json <==
{
  "end_kind": "output pin",
  "synth_warnings": 0,
  "final_cells": 320,
  "vdd_drop_max_mv": 0.00982,
  "arrival_ns": 3.75,
  "power_frac_comb_pct": 100.0,
  "place.gp.congestion": 0.807,
  "die_w_um": 131,
  "maxCapViolCount": 0,
  "flop-count": 0,
  "fin_crit_sh_pct": 64.7,
  "startpoint_type": "input port",
  "viasPerCell": 2.66,
  "design.core.area_mm2": 0.0121,
  "crit_cells": 5,
  "seqCellArea_um2": 0,
  "fp.dieH_um": 131,
  "cpPeakStageDelay_ns": 0.47,
  "drc": 0,
  "mostFrequentLayoutCell": "clkdlybuf4s50_1",
  "grt_pass1_wl_mm": 7.08,
  "timing.fmax_mhz": 184,
  "grt_pass1_vias": 927,
  "postCtsResizedCells": 0,
  "status": "completed",
  "wl_per_cell_um": 17.8,
  "critPathBufInv": 3,
  "synth_seq_share_pct": 0,
  "final.setup.tns_ns": 0,
  "p_seq_share_pct": 0,
  "maxSlewViolCount": 0,
  "worst_path_dominant_cell_family": "buffers and inverters",
  "io_buffer_count": 114,
  "grt_max_degree": 37,
  "avgSynthCellArea_um2": 8.36,
  "slowest_stage": "clkdlybuf4s50_1",
  "syn_area_mm2": 0.00140,
  "synth_stat.cells": 168,
  "syn_inst": 168,
  "cp_cell_sequence": "clkdlybuf4s50_1 -> nor4b_4 -> buf_4 -> mux2_2 -> clkdlybuf4s50_1",
  "crit_type": "input port to output pin",
  "ios": 294,
  "overflow": 0,
  "rsz0062_at_grt": "no",
  "finalHoldViolCount": 0,
  "switching_power_uw": 14.7,
  "critPathMaxFanout": 36,
  "synthToLayoutAreaGrowth_pct": 25.9,
  "slew-limit-headroom_pct": 68.8,
  "ys_chip_area_mm2": 0.00140,
  "hpwl_mm": 5.08,
  "synthDistinctLibCells": 7,
  "ctsHoldBuffers": 0,
  "postCtsSetupRepairBufs": 0,
  "p_clk_share_pct": 0,
  "place_inst": 320,
  "layout.core_utilization_pct": 14.7,
  "p_leak_nw": 0.584,
  "min_path_cells": 0,
  "routed_wirelength_mm": 5.70,
  "insertedDiodeCount": 0,
  "initial_core_util_pct": 11.6,
  "drive_gt1_share_pct": 21.7,
  "antenna_found_initial": 0,
  "sw_frac_of_total_pct": 20.4,
  "n_clock_buffer": 0,
  "cp_common_cell": "clkdlybuf4s50_1",
  "track_usage_pct": 5.73,
  "worst_slew_pin_slew_ns": 0.468,
  "powerDensity_mw_per_mm2": 40.7,
  "fp-row-count": 40,
  "openroad.warnings": 32,
  "hp-class": "input port to output pin",
  "firstDrtPassIters": 2,
  "detailroute.via_count": 852,
  "cp_data_required_time_ns": 6.72,
  "setup_violations": 0,
  "drt_iter0_markers": 24,
  "chip_area_mm2": 0.0172,
  "final_cell_mix": "clkdlybuf4s50_1, mux2_2, nor2b_1, and2_1",
  "ant_nets": 0,
  "period_minus_slack_ns": 5.43,
  "p_int_uw": 57.2
}
[routing by layer]
| metal | share of wire (%) | GRT usage, % |
|---|---|---|
| met3 | 18 | 3.23 |
| met4 | 6.4 | 4.05 |
| met5 | 0 | 0 |
| met2 | 42 | 8.12 |
| met1 | 34 | 6.35 |
[stage by stage]
stage	setup slack (ns)	total power, mW	hold slack [ns]	cell area, µm²
3_5_place_dp	2.95	0.0731	3.36	1770
2_1_floorplan	4.00	0.0468	3.42	1400
5_1_grt	2.85	0.0772	3.36	1770
3_3_place_gp	2.96	0.0734	3.36	1770
6_report	2.97	0.0720	3.36	1770
4_1_cts	2.94	0.0738	3.36	1770
[cell usage after synthesis]
library cell | count | area [µm²]
buf_6 | 3 | 33.8
nor2b_1 | 2 | 12.5
and2_1 | 2 | 12.5
mux2_1 | 1 | 11.3
buf_4 | 128 | 961
nor4b_4 | 1 | 23.8
mux2_2 | 31 | 349
[area by class of cell]
| cell class | instances | area, µm² |
|---|---|---|
| Fill cell | 1353 | 10300 |
| Timing Repair Buffer | 115 | 1150 |
| Multi-Input combinational cell | 37 | 409 |
| Tap cell | 168 | 210 |
[power by group through the flow]
| stage | clock, mW | combinational, mW | sequential (mW) |
|---|---|---|---|
| 6_report | 0 | 0.0720 | 0 |
| 5_1_grt | 0 | 0.0772 | 0 |
| 4_1_cts | 0 | 0.0738 | 0 |
[final timing paths]
path	from	end
worst max-delay path	proc_addr_i[29]	proc_data_o[30]
worst min-delay path	proc_addr_i[13]	mem_addr_o[13]
[logic make-up after synthesis]
| logic type | synth area share [%] |
|---|---|
| buffers and inverters | 70.9 |
| muxes | 25.7 |
| and+or+nand+nor | 3.48 |
No activity file was given, so power comes from the tool's default toggle rates.
